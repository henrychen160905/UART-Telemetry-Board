==> ./design.v <==
module receiver #(
        parameter int clk_freq = 50_000_000,
        parameter int baud = 9600
)(
        input  logic clk,
        input  logic rst,
        input  logic data_trans,  
        output logic [7:0] data_received,
        output logic state_busy
);
        localparam int cycles_per_bit = clk_freq / baud;
        localparam int half_cycle = cycles_per_bit / 2;
        typedef enum logic [2:0] {
                IDLE  = 3'b000,
                START = 3'b001,
                DATA  = 3'b010,
                PARITY= 3'b011,
                STOP  = 3'b100,
                SEND  = 3'b101
        } rx_state_t;
        rx_state_t current_state, next_state;
        logic [31:0] sample_counter;  
        logic [2:0]  bit_index;       
        logic [7:0]  shift_reg;       
        logic        parity_recv;     
        logic        prev_data;       
        wire parity_calc = ^shift_reg;
        always_ff @(posedge clk or posedge rst) begin
                if (rst) begin
                        current_state   <= IDLE;
                        sample_counter  <= 32'd0;
                        bit_index       <= 3'd0;
                        shift_reg       <= 8'd0;
                        parity_recv     <= 1'b0;
                        data_received   <= 8'd0;
                        state_busy      <= 1'b0;
                        prev_data       <= 1'b1;
                end else begin
                        current_state <= next_state;
                        prev_data <= data_trans;
                        case (current_state)
                                IDLE: begin
                                        sample_counter <= 32'd0;
                                        bit_index <= 3'd0;
                                        state_busy <= 1'b0;
                                end
                                START: begin
                                        state_busy <= 1'b1;
                                        if (sample_counter < half_cycle)
                                                sample_counter <= sample_counter + 1;
                                        else
                                                sample_counter <= 32'd0;
                                end
                                DATA: begin
                                        state_busy <= 1'b1;
                                        if (sample_counter < cycles_per_bit - 1)
                                                sample_counter <= sample_counter + 1;
                                        else begin
                                                sample_counter <= 32'd0;
                                                shift_reg[bit_index] <= data_trans;
                                                if (bit_index < 3'd7)
                                                        bit_index <= bit_index + 1;
                                        end
                                end
                                PARITY: begin
                                        state_busy <= 1'b1;
                                        if (sample_counter < cycles_per_bit - 1)
                                                sample_counter <= sample_counter + 1;
                                        else begin
                                                sample_counter <= 32'd0;
                                                parity_recv <= data_trans;
                                        end
                                end
                                STOP: begin
                                        state_busy <= 1'b1;
                                        if (sample_counter < cycles_per_bit - 1)
                                                sample_counter <= sample_counter + 1;
                                        else
                                                sample_counter <= 32'd0;
                                end
                                SEND: begin
                                        data_received <= shift_reg;
                                        state_busy <= 1'b0;
                                end
                                default: begin
                                        sample_counter <= 32'd0;
                                        bit_index <= 3'd0;
                                        state_busy <= 1'b0;
                                end
                        endcase
                end
        end
        always_comb begin
                next_state = current_state;
                case (current_state)
                        IDLE: begin
                                if (prev_data == 1'b1 && data_trans == 1'b0)
                                        next_state = START;
                        end
                        START: begin
                                if (sample_counter == half_cycle)
                                        next_state = DATA;
                        end
                        DATA: begin
                                if (sample_counter == cycles_per_bit - 1 && bit_index == 3'd7)
                                        next_state = PARITY;
                                else if (sample_counter == cycles_per_bit - 1)
                                        next_state = DATA;
                        end
                        PARITY: begin
                                if (sample_counter == cycles_per_bit - 1)
                                        next_state = STOP;
                        end
                        STOP: begin
                                if (sample_counter == cycles_per_bit - 1)
                                        next_state = SEND;
                        end
                        SEND: begin
                                next_state = IDLE;
                        end
                        default: next_state = IDLE;
                endcase
        end
endmodule
==> ./run.sh <==
#!/bin/bash
# OpenROAD 26Q1-2900-gdf79404cd8, Yosys 0.63+post, stock flow scripts
make -C /OpenROAD-flow-scripts/flow DESIGN_CONFIG=/design/flow/config.mk WORK_HOME=/design/flow/orfs finish
==> ./config.mk <==
export PLATFORM = sky130hd
export DESIGN_NAME = receiver
export DESIGN_NICKNAME = receiver
export VERILOG_FILES = /design/flow/design.v
export SDC_FILE = /design/flow/constraint.sdc
export NUM_CORES = 4
export LEC_CHECK = 1
export CORE_UTILIZATION = 40
==> ./constraint.sdc <==
current_design receiver

set clk_period 3.2
set clk_io_pct 0.2

create_clock -name clk0 -period $clk_period [get_ports {clk}]

set non_clock_inputs [all_inputs -no_clocks]
set_input_delay [expr $clk_period * $clk_io_pct] -clock clk0 $non_clock_inputs
set_output_delay [expr $clk_period * $clk_io_pct] -clock clk0 [all_outputs]
==> job_summary.md <==
### Metrics collected by this job

| Metric | Value |
|---|---|
| Min-delay src | `sample_counter[24]$_DFFE_PP0N_` |
| Initial DRC Count | `106` |
| First-pass GRT wire length | `8.69 mm` |
| PD cells | `457 nW/um^2` |
| Share of cells above drive strength 1 | `14.3%` |
| GRT Overall Usage | `15.4%` |
| Placed instance count | `343` |
| Resize count post-CTS | `0` |
| Worst r2r dst | `sample_counter[12]$_DFFE_PP0N_` |
| Chip area in the Yosys report | `2790 um^2` |
| Max cap viols | `0` |
| DRT Wirelength | `4.87 mm` |
| FF-to-FF Start | `sample_counter[30]$_DFFE_PP0N_` |
| Flops after synth | `59` |
| Hold buffers post-CTS | `0` |
| Via count | `1880` |
| Hold path cells | `1` |
| Final hold viol count | `0` |
| Post-DP Area | `2960 um^2` |
| Final Max Slew Viols | `0` |
| Top cell area share | `51.1%` |
| Least-Margin Pin Slew | `0.727 ns` |
| Routed len/inst | `13.6 um` |
| Detailed placer's ending HPWL | `3.23 mm` |
| Area grow syn2layout | `13.4%` |
| Yosys top cell by area | `dfrtp_1` |
| IO Pins | `12` |
| Antenna violations before repair | `0` |
| H-tree levels | `3` |
| Outcome | `finished, final reports clean` |
| Max FO, Critical Path | `20` |
| Min Tclk post-route | `2.37 ns` |
| Die area | `7320 um^2` |
| FP Core Util | `41.3%` |
| Drt via density | `5.24` |
| Internal reg-to-reg setup slack | `0.83 ns` |
| F_max | `421 MHz` |
| Tool Warnings | `29` |
| WS Path Type | `reg2reg` |
| Die H | `85.5 um` |
| Setup Total Neg Slack | `0 ns` |
| Peak VDD IR | `234 uV` |
| Design Power | `1.45 mW` |
| EDFF count, synth | `0` |
| Synth top cells by count | `57 x dfrtp_1, 29 x nand2_1, 20 x and2_1, 20 x nand3_1, 14 x nor2_1` |
| Core area | `6760 um^2` |
| Critical Path AT | `2.61 ns` |
| Count leader, synth | `dfrtp_1` |
| Reg clk slew, reported paths | `0.06 ns` |
| Fin crit share | `74.2%` |
| Total setup violations reported at the end of the flow | `0` |
| CTS sink count | `59` |
| Kind of start point of the critical path | `flop` |
| Largest net degree at the start of global routing | `60` |
| # Post-CTS Setup Buffers | `0` |
| Row cnt | `30` |
| Ant. Diodes | `0` |
| Yosys warns | `1` |
| Design Area, Final | `3170 um^2` |
| CP Capture Type | `flop` |
| # DRC | `0` |
| Synth Flop Type | `dfrtp_1` |
| CTS tree | `yes` |
| Post-Syn Area per Cell | `10.7 um^2` |
| Synth Instances | `260` |
| Root Buffer | `clkbuf_8` |
| Synth cell types | `46` |
| Die width | `85.5 um` |
| Leakage power total | `1.47 nW` |
| Clock Path Buffers | `2` |
| Worst hold-check path type | `reg2reg` |
| GRT overflow | `0` |
| Clock latency (worst-skew pair) | `0.33 ns` |
| # Cells Yosys | `260` |
| FF-to-FF path depth | `7` |
| Vias in the first global route | `1710` |
| Clock Skews | `0.00801 ns` |
| Worst Hold Endpoint | `sample_counter[24]$_DFFE_PP0N_` |
| Netlist Area Pre-Place | `2790 um^2` |
| RSZ-0062 raised after global routing | `false` |
| Flip-flop count of the largest register after layout | `32` |
| Drt first pass iters | `4` |
| Port buffer count | `11` |
| Top area cell types | `dfrtp_1 51%, and2_1 4.5%, nand2_1 3.9%` |
| Antenna Nets Post-Route | `0` |
| CTS Buf Count | `9` |
| Post-synth ARST share | `100%` |
| Crit path DRT | `3.43 ns` |
| RePlAce Congestion | `0.746` |
| Slew headroom | `51.5%` |
| Final Non-Filler Cells | `359` |
| Seq share, synth | `53.0%` |
-- cells by family (layout without fill, tap and decap cells) --
| kind of cell | count (synthesis) | in the layout | synth area share (%) |
|---|---|---|---|
| DFF | 59 | 59 | 53.0 |
| muxes | 12 | 12 | 4.84 |
| xor gates and xnor gates | 1 | 1 | 0.314 |
| and+or+nand+nor | 121 | 121 | 24.4 |
| adders and majority gates | 7 | 7 | 3.14 |
| AOI/OAI and AO/OA | 37 | 37 | 10.6 |
| buffers and inverters | 23 | 42 | 3.76 |
-- worst max-delay path, cell delays in order, from the launching register on --
cell and delay [ns]:
dfrtp_1 0.37, nor4_1 0.39, nand4_1 0.31, nor4_4 0.38, a21boi_2 0.22, buf_4 0.24
nand2b_1 0.10, o311ai_1 0.25
-- layout by cell type (no fill, tap or decap), types with 6 or more instances in the layout --
| master | n |
|---|---|
| nand4_1 | 8 |
| inv_1 | 11 |
| mux2_2 | 8 |
| clkdlybuf4s50_1 | 11 |
| nor2_1 | 14 |
| a21o_1 | 6 |
| nor4_1 | 7 |
| a22o_1 | 8 |
| nand2_1 | 29 |
| and2_1 | 20 |
| nand3_1 | 20 |
| dfrtp_1 | 57 |
| clkbuf_8 | 10 |
| o21ai_0 | 7 |
| ha_1 | 7 |
-- worst max-delay path by stage --
stage	start	to	cells after the start
finish	sample_counter[30]$_DFFE_PP0N_	sample_counter[12]$_DFFE_PP0N_	7
global route	sample_counter[31]$_DFFE_PP0N_	sample_counter[11]$_DFFE_PP0N_	7
CTS	sample_counter[30]$_DFFE_PP0N_	sample_counter[11]$_DFFE_PP0N_	7
-- stage by stage --
step | setup slack (ns) | utilization (%) | hold slack, ns
after floorplan | 1.11 | - | 0.452
after global placement | 0.885 | 43.9 | 0.473
after detailed placement | 0.824 | 43.9 | 0.477
after CTS | 0.804 | 46.9 | 0.493
after global routing | 0.629 | 46.9 | 0.513
final | 0.826 | 46.9 | 0.490
-- routing by layer --
| metal | share of wire, % | global-route usage [%] |
|---|---|---|
| met1 | 55 | 28.7 |
| met2 | 41 | 19.8 |
| met3 | 2.1 | 2.34 |
| met4 | 2.1 | 2.88 |
| met5 | 0 | 0 |
-- report_power, final --
part	leakage (nW)	switching (mW)	internal (mW)	total (mW)
clock	0.0987	0.298	0.380	0.678
combinational	0.578	0.0161	0.00408	0.0202
sequential	0.793	0.000683	0.748	0.749
-- area by class of cell --
type | count | area (um^2)
Clock buffer | 10 | 138
Clock inverter | 6 | 63.8
Fill cell | 636 | 3590
Inverter | 12 | 45.0
Multi-Input combinational cell | 178 | 1210
Sequential cell | 59 | 1480
Tap cell | 80 | 100
Timing Repair Buffer | 14 | 133
No activity file was given, so power comes from the tool's default toggle rates.
