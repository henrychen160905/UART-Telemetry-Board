<file path="./constraint.sdc">
current_design scoring_model

set clk_period 6.8
set clk_io_pct 0.2

create_clock -name clk0 -period $clk_period [get_ports {clk}]

set non_clock_inputs [all_inputs -no_clocks]
set_input_delay [expr $clk_period * $clk_io_pct] -clock clk0 $non_clock_inputs
set_output_delay [expr $clk_period * $clk_io_pct] -clock clk0 [all_outputs]
</file>
<file path="./design.v">
module scoring_model #(
    parameter int SCALE = 100   
)(
    input  logic        clk,
    input  logic        rst,
    input  logic        compute_enable,   
    input  logic [15:0] cpu_freq_mhz,     
    input  logic [15:0] disk_speed_mbps,  
    input  logic [15:0] memory_usage,     
    input  logic [15:0] temperature_c,    
    output logic [31:0] score,            
    output logic        valid             
);
    localparam int COEFF_F = 35;
    localparam int COEFF_D = 30;
    localparam int COEFF_M = 20;
    localparam int COEFF_T = 15;
    logic [31:0] term_f, term_d, term_m, term_t;
    logic [31:0] sum_intermediate;
    logic [31:0] score_reg;
    logic        valid_reg;
    logic        compute_done;
    always_ff @(posedge clk or posedge rst) begin
        if (rst) begin
            term_f <= 32'd0;
            term_d <= 32'd0;
            term_m <= 32'd0;
            term_t <= 32'd0;
            sum_intermediate <= 32'd0;
            score_reg <= 32'd0;
            valid_reg <= 1'b0;
            compute_done <= 1'b0;
        end else if (compute_enable && !compute_done) begin
            term_f <= COEFF_F * cpu_freq_mhz;
            term_d <= COEFF_D * disk_speed_mbps;
            term_m <= COEFF_M * memory_usage;
            term_t <= COEFF_T * temperature_c;
            compute_done <= 1'b1;
            valid_reg <= 1'b0;
        end else if (compute_done) begin
            sum_intermediate <= term_f + term_d + term_m + term_t;
            score_reg <= term_f + term_d + term_m + term_t;
            valid_reg <= 1'b1;
        end
    end
    assign score = score_reg;
    assign valid = valid_reg;
endmodule
</file>
<file path="./config.mk">
export PLATFORM = sky130hd
export DESIGN_NAME = scoring_model
export DESIGN_NICKNAME = scoring_model
export VERILOG_FILES = /design/flow/design.v
export SDC_FILE = /design/flow/constraint.sdc
export NUM_CORES = 4
export LEC_CHECK = 1
export CORE_UTILIZATION = 30
</file>
<file path="./run.sh">
#!/bin/bash
# OpenROAD 26Q1-2900-gdf79404cd8, Yosys 0.63+post, stock flow scripts
make -C /OpenROAD-flow-scripts/flow DESIGN_CONFIG=/design/flow/config.mk WORK_HOME=/design/flow/orfs finish
</file>
==> impl_metrics.json <==
{
  "drc": 0,
  "fin_skew_ns": 0.0125,
  "power_leakage_uw": 0.00662,
  "hold_viol": 0,
  "hpwl_mm": 22.3,
  "slowest_stage": "clkdlybuf4s50_1",
  "postCtsResizedCells": 0,
  "worstReg2RegStart": "term_f[2]",
  "ys_seq_share_pct": 22.5,
  "clock_latency_ns": 0.36,
  "ios": 100,
  "holdBufCountCts": 0,
  "startpoint": "disk_speed_mbps[2]",
  "place.gp.congestion": 0.900,
  "n_antenna_cell": 0,
  "ys_ff": 107,
  "area_leaders": "dfrtp_1, fa_1, ha_1",
  "seq_power_share_pct": 19.6,
  "start_kind": "input pin",
  "top_cell_area_share_pct": 22.5,
  "drive_gt1_share_pct": 5.75,
  "cts_tree": "done",
  "detail_route.wl_per_cell_um": 14.0,
  "tool_warnings": 33,
  "grt_max_degree": 71,
  "dieWidth_um": 201,
  "netlist_area_mm2": 0.0119,
  "syn-mean-instance-area_um2": 9.23,
  "power.switching_uw": 2220,
  "edf_count": 0,
  "pwr-share-clk_pct": 11.7,
  "yosys.area.top_type": "dfrtp_1",
  "initial_utilization_pct": 30.6,
  "ant_nets": 0,
  "core_area_mm2": 0.0389,
  "crit_fanout": 4,
  "intPower_uw": 2650,
  "largest_register_ffs": 24,
  "cts_num_sinks": 107,
  "gr-usage-all-layers_pct": 14.1,
  "gr-total-overflow": 0,
  "hold_path_class": "flop to flop",
  "antenna_found_initial": 0,
  "stdcell_count": 1891,
  "synth_cell_types": 76,
  "yosys_cells": 1290,
  "viasPerCell": 4.60,
  "min_from": "term_t[14]",
  "maxSlewViolCount": 0,
  "worst_pin_slew_ns": 0.697,
  "ys_area_mm2": 0.0119,
  "cp_cell_sequence": "clkdlybuf4s50_1, inv_1, fa_1, fa_1, inv_1, ha_1, nor2b_1, o31a_1, o2111ai_1, o21ai_1, o31ai_2, mux2i_1, nand3_1",
  "critPathTopFamily": "adder cells",
  "rsz0062_at_grt": "no",
  "via_count": 8708,
  "numPortBuffers": 91,
  "path_clk_slew_ns": 0.08,
  "fin_crit_sh_pct": 68.0,
  "relSlewSlack_pct": 53.5,
  "dp.cells": 1875,
  "crit_type": "input pin to flop",
  "max_stage_delay_ns": 0.54,
  "syn_inst": 1290,
  "crit_path_end_kind": "flop",
  "drt_wl_total_mm": 26.4,
  "nFillCells": 3950,
  "dr.first_iter.drc_count": 441,
  "max_cap_viol_count": 0,
  "grt_pass1_wl_mm": 44.8,
  "clk_path_buf_depth": 2,
  "fin_tns_setup_ns": 0,
  "status": "finished, final reports clean",
  "period_minus_slack_ns": 4.62,
  "vdd_drop_max_uv": 191,
  "setup-violations-final": 0,
  "powerDensity_mw_per_mm2": 356,
  "switching_share_pct": 45.6,
  "cts_setup_buffers": 0,
  "path_buffers": 3,
  "ctsHtreeMaxLevel": 3,
  "pwr-share-comb_pct": 68.7,
  "cts_root_buf": "clkbuf_16",
  "yosys_most_used_dff": "dfrtp_1",
  "yosys_warnings": 1,
  "fin_util_pct": 35.2,
  "cts_buffers": 9,
  "async_flop_share_pct": 100,
  "row_count": 72,
  "critPathArrivalTime_ns": 4.86,
  "dr.pass1.iters": 5,
  "die_area_mm2": 0.0405,
  "syn_to_final_growth_pct": 14.9,
  "grt_pass1_vias": 8695,
  "fmax_mhz": 216,
  "fin_hold_ws_ns": 0.486,
  "fp.dieH_um": 201,
  "crit_required_ns": 7.04
}
metrics by stage:
step	worst slack (ns)	area [um2]	power [uW]
6_report	2.18	13700	4870
5_1_grt	1.98	13700	5410
4_1_cts	2.16	13700	4900
3_5_place_dp	1.79	13400	4300
3_3_place_gp	1.79	13400	4290
2_1_floorplan	2.48	11900	3440
cell usage after synthesis (all sizes together), types with 8 or more instances:
master	instances
a211oi	20
a21o	31
a21oi	53
a31oi	8
buf	13
clkbuf	23
dfrtp	107
fa	110
ha	146
inv	263
mux2	27
nand2	81
nand2b	11
nand3	13
nand4	10
nor2	46
nor2b	12
nor3	29
nor3b	11
o211ai	10
o21a	14
o21ai	93
o31ai	14
xnor2	26
xor2	26
worst register-to-register path, delay by kind of cell (launching register included):
family / cells / cell delay, ns
mux: 1 / 0.26
simple gates: 2 / 0.22
xor+xnor: 1 / 0.14
fa+ha+maj: 4 / 1.55
buf+inv: 3 / 0.19
flops: 1 / 0.36
compound gates: 3 / 0.69
cell families (layout without fill, tap and decap cells):
| kind of cell | after synthesis | after routing | share of synthesized area [%] |
|---|---|---|---|
| compound gates | 292 | 292 | 16.5 |
| flops | 107 | 107 | 22.5 |
| mux | 31 | 31 | 2.89 |
| xor+xnor | 52 | 52 | 3.82 |
| buf+inv | 299 | 375 | 9.73 |
| fa+ha+maj | 256 | 256 | 33.8 |
| other cells | 1 | 8 | 0.0315 |
| simple gates | 252 | 252 | 10.8 |
area by class of cell:
| class | count | area (um2) | share of cell area (%) |
|---|---|---|---|
| inverter | 263 | 990 | 7.23 |
| clock buffer | 10 | 239 | 1.75 |
| clock inverter | 6 | 77.6 | 0.567 |
| tap | 518 | 648 | 4.73 |
| multi-input combinational | 891 | 8110 | 59.2 |
| sequential | 107 | 2680 | 19.6 |
| timing repair buffer | 96 | 948 | 6.93 |
power by group through the flow:
stage | Sequential (uW) | Clock, uW | Combinational [uW]
finish | 955 | 571 | 3340
global route | 984 | 614 | 3810
CTS | 959 | 588 | 3360
placed cells by master, fill, tap and decap left out, types with 10 or more instances in the layout:
cell             netlist  routed
o21a_1                14      14
o21ai_0               79      79
xor2_1                26      26
a21o_1                31      31
xnor2_1               26      26
nor3b_1               10      10
o31ai_1               10      10
inv_1                263     262
o21ai_1               13      13
clkdlybuf4s50_1        0      91
ha_1                 146     146
nor2b_1               12      12
nor3_1                27      27
nand2b_1              11      11
nand3_1               13      13
nand4_1               10      10
a21oi_1               50      50
a211oi_1              17      17
nor2_1                46      46
mux2_2                27      27
fa_1                 110     110
nand2_1               81      80
dfrtp_1              107     107
layer usage:
layer  up-vias  track usage [%]  share of wire, %
met2       139             21.4                44
met4         0            0.758              0.64
met5         -                0                 0
li1       4466                -                 -
met3        11             2.30               4.1
met1      4092             22.7                51
final timing paths:
check	to	cells past startpoint	slack (ns)
max	term_d[19]	13	2.18
min reg2reg	term_t[14]	2	0.49
min in group asynchronous	term_f[0]	2	1.34
min	term_t[14]	2	0.49
max reg2reg	score_reg[14]	14	3.28
max in group asynchronous	term_m[20]	3	4.48
No activity file was given, so power comes from the tool's default toggle rates.
